<file path="design.v">
`timescale 1ns / 1ps
module divider(
    input clk100,
    output clk1
);
    reg [25:0]count1 = 26'b0;
    reg clk1 = 1'b0;
    always @ (negedge(clk100)) begin
        count1 <= count1 + 26'b1;
        if (count1 >= 50000000) begin
            clk1 <= ~clk1;
            count1 <= 26'b0;
        end
    end
endmodule
module sampleCounter (
    input clk100,
    input ready,
    input clk1,
    output [15:0]sample
);
    reg [15:0]sample = 16'b0;
    reg [15:0]count2 = 16'b0;
    reg reset = 1'b0;
    reg reset_clk = 1'b0;
    always @ (negedge(ready)) begin
        if (reset == 1'b1) begin
            count2 <= 16'b0;
            reset <= 1'b0;
        end
        else begin
            count2 <= count2 + 1'b1;
        end
        if (clk1 == 1'b0 && reset_clk == 1'b1)begin
            sample <= count2;
            reset <= 1'b1;
            reset_clk <= 1'b0;
        end
        if (clk1 == 1'b1)begin
            reset_clk <= 1'b1;
        end
    end
endmodule
</file>
<file path="run.sh">
#!/bin/bash
# OpenROAD 26Q1-2900-gdf79404cd8, Yosys 0.63+post, stock flow scripts
make -C /OpenROAD-flow-scripts/flow DESIGN_CONFIG=/design/flow/config.mk WORK_HOME=/design/flow/orfs finish
</file>
<file path="config.mk">
export PLATFORM = sky130hd
export DESIGN_NAME = sampleCounter
export DESIGN_NICKNAME = sampleCounter
export VERILOG_FILES = /design/flow/design.v
export SDC_FILE = /design/flow/constraint.sdc
export NUM_CORES = 4
export LEC_CHECK = 1
export CORE_AREA = 10 10 96 96
export DIE_AREA = 0 0 106 106
</file>
<file path="constraint.sdc">
current_design sampleCounter

set clk_period 2.7
set clk_io_pct 0.2

create_clock -name clk0 -period $clk_period [get_ports {ready}]

set non_clock_inputs [all_inputs -no_clocks]
set_input_delay [expr $clk_period * $clk_io_pct] -clock clk0 $non_clock_inputs
set_output_delay [expr $clk_period * $clk_io_pct] -clock clk0 [all_outputs]
</file>
==> flow_summary.yaml <==
# physical design summary
hold_path:
  hold_path.startpoint: "count2[15]$_SDFF_NP0_"
  hold_class: "reg2reg"
  whs_path_depth: 0
  hold_end: "sample[15]$_DFFE_NP_"
cells_and_area:
  nFillCells: 784
  layout-drive-gt1-share: 0.214
  final_cell_mix: "39 x inv_1, 18 x dfxtp_1, 16 x buf_2, 16 x edfxtp_1, 15 x nor2_1"
  final_common_cell: "inv_1"
  syn2layout_area_growth_pct: 36.5
  utilization: 0.233
  finalInstanceArea_um2: 1680
clocking:
  clk_path_buf_depth: 2
  clock_sinks: 34
  cts.htree.levels: 2
  clk_pin_slew_ps: 30
  cts_inserted_buffers: 5
  root_buffer: "clkbuf_8"
  cts_tree: "built"
  clkLatencyLatePin_ps: 350
  cts_hold_buf: 0
drt:
  routed-wl-met2_um: 1000
  top_layer: "met4"
  wirelength_um: 2180
  postRouteAntennaNets: 0
  routed-via-count: 869
  antenna_cells: 0
  wl_met1_um: 945
  post_drt_via_cell_ratio: 3.43
  drt_iter0_drc: 42
  drc: 0
  wl_per_cell_um: 8.63
  dr.pass1.iters: 4
  wl_met3_um: 212
logic_synthesis:
  syn_area_per_cell_um2: 12.7
  yosys_area_um2: 1230
  syn_area_um2: 1230
  ys_cells: 97
  synth_cell_types: 20
  synth_seq_share: 0.682
  synth_flops: 34
  synth_warnings: 1
  edf_count: 16
  dominantRegCellSynth: "dfxtp_1"
  async_flop_share: 0
  syn_inst: 97
global_routing:
  grt_pass1_vias: 922
  grt_pass1_wl_um: 3770
  grt_usage: 0.0409
  antenna_found_initial: 0
  grt_start_max_net_pins: 18
  grt.overflow.total: 0
job:
  drv_cap: 0
  warnings: 62
setup_path:
  rrSetupSlack_ps: 1170
  arrival_ps: 2190
  crit_buf_inv: 1
  path_cells: "buf_2"
  reg2reg_from: "count2[0]$_SDFF_NP0_"
  cp-start-kind: "register"
  critical-path-top-delay-family: "flip-flops"
  r2r_cells: 5
  worst_r2r_endpoint: "count2[14]$_SDFF_NP0_"
  worstPathMaxFanout: 1
  end_kind: "primary output"
  cp.required_ps: 2160
  critPathMaxStageDelay_ps: 370
  cp_slowest_cell: "edfxtp_1"
  crit_type: "reg2out"
floorplanning:
  initCoreUtil: 0.171
  die_h_um: 106
  ioPinCount: 19
  die_w_um: 106
  die_area_um2: 11200
  rows: 31
  core_area_um2: 7210
sta:
  skew_ps: 18.4
  slew_violations: 0
  tightest_slew_ps: 558
  fin_tns_setup_ps: -69.7
  hold_viol_final: 0
  final-setup-viol-count: 4
  worst_slack_ps: -30.6
  slew_headroom: 0.628
  whs_ps: 422
  rsz0062_at_grt: "yes"
outcome:
  status: "complete, but fails checks"
  violations: "setup timing"
pwr:
  p_leak_nw: 0.717
  p_per_area_nw_per_um2: 743
  vdd_drop_max_mv: 0.238
place:
  post-dp-hpwl_um: 1430
  place_area_um2: 1550
  place_congestion: 0.769
  io_buffers: 17
what timing repair did:
item	CTS	global route
setup buffers	0	0
setup endpoints to repair	16	16
endpoints found under the hold margin	0	0
resized	48	0
gates cloned	0	0
kinds of logic after synthesis:
| kind of cell | share of synthesized area |
|---|---|
| buffers and inverters | 0.0243 |
| adder cells (fa/ha/maj) | 0.0101 |
| AND/OR/NAND/NOR | 0.181 |
| flip-flops | 0.682 |
| AND-OR/OR-AND | 0.0183 |
| XOR/XNOR | 0.0852 |
worst max path at each step:
stage | end | cells past startpoint | startpoint | slack, ps
after CTS | sample[15] | 1 | sample[15]$_DFFE_NP_ | -80
after global routing | sample[15] | 1 | sample[15]$_DFFE_NP_ | -90
final | sample[15] | 1 | sample[15]$_DFFE_NP_ | -30
sequential cells by signal (all words and copies together), names as in the netlist:
signal,flops
reset_clk,1
count2,16
reset,1
sample,16
per-layer routing:
metal	up-vias	track usage
li1	446	-
met1	396	0.0420
met2	23	0.0557
met3	4	0.0330
met4	0	0.0271
met5	-	0
cell usage after synthesis, drive strengths merged (3+ instances only):
cell	n	area share
nand2	3	0.0091
nor4	3	0.030
nor3	5	0.024
nand3	5	0.020
nor2	15	0.046
edfxtp	16	0.39
dfxtp	18	0.29
inv	6	0.018
xnor2	11	0.078
nand4	4	0.036
report_power, final:
part / switching, mW / total [mW] / internal (mW) / leakage (nW)
clock network: 0.310 / 0.561 / 0.251 / 0.230
registers: 0.0429 / 0.630 / 0.587 / 0.302
logic: 0.0259 / 0.0609 / 0.0350 / 0.186
stage by stage:
step	instances	power (mW)	worst slack, ps
2_1_floorplan	97	0.744	164
3_3_place_gp	212	0.789	-252
3_5_place_dp	212	0.792	-262
4_1_cts	253	1.29	-77.3
5_1_grt	253	1.36	-88.7
6_report	253	1.25	-30.6
cell type report:
class,count,area (um2),share of cell area
tap,99,124,0.0736
multi-input combinational,55,370,0.220
sequential,34,841,0.499
clock buffer,5,68.8,0.0409
clock inverter,37,151,0.0899
timing repair buffer,18,110,0.0654
inverter,5,18.8,0.0111
Power figures rest on the tool's default switching activity, not on a simulated workload.
